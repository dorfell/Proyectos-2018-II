==> ./design.v <==
`timescale 1ns / 1ps
module ram_port_ps2(
		input wire we,
		input wire [3:0] addr_in,
		input wire [3:0] addr_out,
		input wire [127:0] din,
		output wire [127:0] dout
    );
	reg [127:0]ram [15:0];
	always @*
	begin
		if (we)  
			ram [addr_in] <= din;
	end
assign dout = ram [addr_out] ;
endmodule
==> ./run.sh <==
#!/bin/bash
# OpenROAD 26Q1-2900-gdf79404cd8, Yosys 0.63+post, stock flow scripts
make -C /OpenROAD-flow-scripts/flow DESIGN_CONFIG=/design/flow/config.mk WORK_HOME=/design/flow/orfs finish
==> ./config.mk <==
export PLATFORM = sky130hd
export DESIGN_NAME = ram_port_ps2
export DESIGN_NICKNAME = ram_port_ps2
export VERILOG_FILES = /design/flow/design.v
export SDC_FILE = /design/flow/constraint.sdc
export NUM_CORES = 4
export LEC_CHECK = 1
export CORE_UTILIZATION = 50
==> ./constraint.sdc <==
current_design ram_port_ps2

set clk_period 29.3
set clk_io_pct 0.2

create_clock -name clk0 -period $clk_period

set non_clock_inputs [all_inputs -no_clocks]
set_input_delay [expr $clk_period * $clk_io_pct] -clock clk0 $non_clock_inputs
set_output_delay [expr $clk_period * $clk_io_pct] -clock clk0 [all_outputs]
==> out/metrics.cfg <==
[floorplanning]
chip_area_um2=93450
ios=265
rows=111
initCoreUtil_pct=50.39
die_y_um=305.7
fp.dieW_um=305.7
core_area_um2=91520

[logic_synthesis]
ys_sh_simple_pct=4.363
yosysCellCount=4207
syn_area_um2=46120
synth-warning-count=2
logic_family=AND-OR/OR-AND gates
ys_sh_aoi_pct=24.12
ys_sh_mux_pct=1.527
ys_chip_area_um2=46120
ys_sh_xor_pct=0
syn_avg_cell_area_um2=10.96
synthCells=4207
synth-seq-cells=2048
yosys.cell_types.count=43
adder_share_pct=0

[detailed_routing]
vias=34131
drtAntennaViolNets=0
drt-total-wl_um=148800
route.detailed.drc=0
vias_per_cell=6.296
wire_per_inst_um=27.45
drtPass1Iterations=8
drtIter0Drc=2699

[grt]
grt_max_degree=104
met3_usage_pct=6.256
antenna_found_initial=11
busiest_layer=met2
overflow=0
track_usage_pct=33.20
grt_pass1_wl_um=221500
use_met2_pct=52.52
grt_use_met1_pct=50.46
first_global_vias=32568

[pwr]
p_int_mw=0.3585
p_switching_mw=0.2498
seq_power_share_pct=38.2
combPwrFrac_pct=61.8
leakagePower_nw=22.81
p_clk_share_pct=0
switching_share_pct=41.06
ir_drop_uv=7.704
total_power_mw=0.6083
p_per_area_nw_per_um2=12.23

[final_layout]
largest_reg_flops=2048
n_fill_cell=7843
drive_above_1_share_pct=3.684
finish.utilization_pct=54.35
reg.largest.list=ram: 2048 flops
fin_cells=5421
syn2layout_area_growth_pct=7.865
regMostFlops=ram

[critical_path]
endpoint_kind=output pin
worstPathMaxFanout=49
cp.required_ns=23.44
crit_chain=clkdlybuf4s50_1 > buf_4 > nor2b_4 > buf_4 > buf_4 > buf_4 > a22o_1 > a222oi_1 > a31oi_1 > clkdlybuf4s50_1
critical_path_class=in2out
cp_slowest_stage_delay_ns=0.64
cp_slowest_cell=buf_4
start_kind=primary input
crit_arrival_ns=10.14
critPathMostFrequentCell=buf_4

[worst_hold_path]
min_from=addr_out[3]
hold_end=dout[42]
hold_path_depth=5
hold_path_class=in2out

[timing]
untimed_endpoints=2048
unclocked_pins=2048
slew_headroom_pct=39.87
min_period_over_period_pct=54.61
max_freq_ghz=0.06250
setup_tns_ns=0
worst_pin_slew_ns=0.9020
final-setup-viol-count=0
rsz0062_at_grt=no
final_hold_viol_count=0
final_max_slew_viol_count=0
min_period_ns=16.00

[place]
portBuffers=265
gp_congestion=0.8336
dp.cells=5420
dp_hpwl_um=82280

[job]
cap_viol_max_count=0
warnings=34

[outcome]
status=finished, final reports clean

[clock_network]
cts_setup_buffers=0
cts_hold_buf=0
cts_resized=0

## worst max-delay path: cells and delay by family
kind / cells / cell delay, ns
AOI/OAI and AO/OA: 3 / 0.89
buffers and inverters: 6 / 3.03
and+or+nand+nor: 1 / 0.26
## cells in the final DEF, fill, tap and decap left out, types with 3 or more instances in the layout
cell type	instances
dlxtn_1	2048
a22o_1	333
clkdlybuf4s50_1	262
a22oi_1	255
a221oi_1	225
nor2_1	133
nand2_1	131
nand2b_1	114
a21o_1	112
a31oi_1	112
o22a_1	111
a222oi_1	111
buf_4	91
mux2i_1	31
o22ai_1	30
o2bb2ai_1	16
mux4_2	16
o32a_1	15
nand2_4	14
a221o_1	14
nor2b_1	5
and2_4	4
nor2b_4	4
and3_1	4
nand3_4	4
buf_12	4
mux2_2	3
nor2_4	3
a21oi_1	3
and3b_4	3
## cell families (layout without fill, tap and decap cells)
logic type      Yosys count  in the layout
compound gates         1344           1344
latches                2048           2048
mux                      50             50
buf+inv                 335            362
other cells               0              1
simple gates            430            430
## power by group through the flow
stage / Combinational, mW / Sequential, mW / Clock, mW
after CTS: 0.375 / 0.232 / 0
after global routing: 0.401 / 0.246 / 0.00000000459
final: 0.376 / 0.232 / 0.00000000461
## layout make-up
| cell class | instances | area, um2 | share of cell area, % |
|---|---|---|---|
| Antenna cell | 1 | 2.502 | 0.005031 |
| Inverter | 2 | 12.51 | 0.02515 |
| Sequential cell | 2048 | 30750 | 61.82 |
| Timing Repair Buffer | 360 | 3420 | 6.874 |
| Multi-Input combinational cell | 1824 | 14080 | 28.30 |
| Tap cell | 1186 | 1484 | 2.983 |
## how the worst max path moves through the flow
| stage | from | end | slack (ns) | cells past startpoint |
|---|---|---|---|---|
| CTS | addr_out[1] | dout[102] | 13.29 | 10 |
| global route | addr_out[1] | dout[102] | 13.16 | 10 |
| finish | addr_out[1] | dout[102] | 13.30 | 10 |
## metal layers
metal  vias to the layer above  wire (um)  part of all wire [%]
li1                      15512          -                     -
met1                     17017      62890                    42
met2                      1411      71210                    48
met3                       171      11280                   7.6
met4                        20       3210                   2.2
met5                         -        230                  0.15
## per-stage QoR
stage | hold slack [ns] | instance area, um2 | setup slack, ns
after global placement | 12.88 | 49740 | 13.32
after detailed placement | 12.87 | 49740 | 13.29
after global routing | 12.93 | 49740 | 13.16
after CTS | 12.87 | 49740 | 13.29
after floorplan | 12.18 | 46120 | 16.25
final | 12.89 | 49740 | 13.30
## Yosys cell counts, drive strengths merged
cell type / number / area [um2]
buf: 167 / 895.9
or3b: 1 / 8.760
inv: 1 / 3.750
nor3: 1 / 10.01
nor2: 136 / 518.0
o221ai: 1 / 8.760
a311oi: 1 / 8.760
clkinv: 1 / 3.750
dlxtn: 2048 / 30700
mux4: 16 / 360.4
clkbuf: 166 / 623.1
o2bb2ai: 16 / 140.1
nand2b: 114 / 713.2
a31oi: 112 / 700.7
o22a: 111 / 972.2
a221o: 14 / 140.1
nand2: 145 / 544.3
o32a: 15 / 150.1
mux2: 3 / 33.78
a32oi: 2 / 17.52
a22oi: 255 / 1914
a222oi: 111 / 1111
and3: 4 / 25.02
o31ai: 1 / 7.510
and2: 5 / 31.28
nand3: 5 / 25.02
nor2b: 11 / 68.82
a221oi: 225 / 1971
a21oi: 3 / 15.01
and3b: 4 / 35.03
nor3b: 2 / 20.02
a21o: 112 / 840.8
a22o: 333 / 2917
mux2i: 31 / 310.3
o221a: 2 / 22.52
or2: 2 / 12.52
o22ai: 30 / 187.7
Power is estimated from default activity; no workload was simulated.
