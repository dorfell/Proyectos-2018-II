==> /design/flow/design.v <==
`timescale 1ns / 1ps
module ram_port_sync(
		input wire clk,
		input wire we,
		input wire [9:0] addr_in,
		input wire [9:0] addr_out,
		input wire [9:0] din,
		output wire [9:0] dout
    );
	reg [9:0]ram [1023:0];
	reg [9:0] addr_out_reg;
	always @(posedge clk) 
	begin
		if (we)  
			ram [addr_in] <= din;
			addr_out_reg <= addr_out;
	end
assign dout = ram [addr_out_reg] ;
endmodule
==> /design/flow/run.sh <==
#!/bin/bash
# OpenROAD 26Q1-2900-gdf79404cd8, Yosys 0.63+post, stock flow scripts
make -C /OpenROAD-flow-scripts/flow DESIGN_CONFIG=/design/flow/config.mk WORK_HOME=/design/flow/orfs finish
==> /design/flow/config.mk <==
export PLATFORM = sky130hd
export DESIGN_NAME = ram_port_sync
export DESIGN_NICKNAME = ram_port_sync
export VERILOG_FILES = /design/flow/design.v
export SDC_FILE = /design/flow/constraint.sdc
export NUM_CORES = 4
export LEC_CHECK = 1
export CORE_UTILIZATION = 50
export SYNTH_MEMORY_MAX_BITS = 65536
==> /design/flow/constraint.sdc <==
current_design ram_port_sync

set clk_period 372.6
set clk_io_pct 0.2

create_clock -name clk0 -period $clk_period [get_ports {clk}]

set non_clock_inputs [all_inputs -no_clocks]
set_input_delay [expr $clk_period * $clk_io_pct] -clock clk0 $non_clock_inputs
set_output_delay [expr $clk_period * $clk_io_pct] -clock clk0 [all_outputs]
==> out/qor.txt <==
status -> finished clean
Post-synth EDFFs -> 10200
antenna violations before repair -> 92
DP Worst Slack -> 288.12 ns
TNS Setup -> 0 ns
row count -> 327
I/O Pins -> 42
CP Data Required Time -> 298.08 ns
Syn Inst Count -> 18800
# Cells Yosys -> 18800
Pwr Density -> 5.35 nW/µm²
reported leakage power -> 145 nW
first-pass GRT wire length -> 1640000 µm
post-DP HPWL -> 736000 µm
Yosys Chip Area -> 398000 µm²
Fillers -> 57200
Max-Cap Viols -> 0
Synth flops -> 10300
gp weighted congestion -> 0.924
die height -> 894 µm
area of the core -> 793000 µm²
max FFs per register -> 10200
vias in the first global route -> 218000
Crit Path Max Fanout -> 34
most frequent logic cell in the layout -> edfxtp_1
CP max stage delay -> 1.04 ns
slew margin rel. -> 5.31%
startpoint types -> register
cts hold-fix bufs -> 0
final worst-path cycle share -> 23.0%
Die ar. -> 799000 µm²
pin count of the biggest net entering global routing -> 137
floorplan core density -> 50.2%
setup bufs post-CTS -> 0
CP cell instances -> buf_4, buf_4, buf_4, buf_4, buf_4, buf_4, buf_4, mux4_1, a22o_1, a221oi_1, o2111ai_1, a31oi_1, buf_4, or4_1, a41oi_1, or4_1, clkdlybuf4s50_1
Ys Warns -> 1
synthesis-to-layout area growth -> 13.7%
DRC Markers -> 0
post-route ant nets -> 0
register area share after synthesis -> 77.3%
min Tclk post-route -> 85.64 ns
register area -> 308000 µm²
TritonCTS clock tree -> yes
worst setup path class -> register to primary output
Clock Tree Buf Depth -> 5
most frequent CP cell -> buf_4
Vias -> 200000
GR Util All Layers -> 33.2%
DR WL/cell -> 36.3 µm
Pins Over Slew Limit -> 0
drt total wl -> 1160000 µm
Placed Area -> 419000 µm²
Die W -> 894 µm
IO buf count -> 41
number of logged tool warnings -> 62
clock root buffer -> clkbuf_16
synthesized area -> 398000 µm²
Async SR Flop Fraction -> 0%
worst setup margin -> 286.96 ns
Power Total -> 2.42 mW
Hold WC Path Type -> primary input to register
worst hold margin -> 73.74 ns
fraction of layout cells with a size suffix above 1 -> 25.4%
fmax -> 11.7 MHz
vias per cell -> 6.24
Setup-failing EPs final -> 0
Largest regs -> ram: 10240 flops
DR pass1 iterations -> 8
Finished Cell Area -> 452000 µm²
# resized after CTS -> 0
# placed instances -> 30000
Worst Max-Slew Pin Slew -> 1.42 ns
Sink Count -> 10300
Clock Pin Slew Worst Setup and Hold Paths -> 0.05 ns
area share, top type -> 77.3%
initial drt markers -> 13900
main flop type after synthesis -> edfxtp_1
final core utilization -> 57.1%
area leader, netlist -> edfxtp_1
RSZ-0062 raised after global routing -> false
final hold violation count -> 0
Gate Area -> 83200 µm²
Top area cell types -> edfxtp_1 77%, mux4_2 11%, mux2i_1 3.4%, nor2_1 1.1%, o221ai_1 0.79%
crit end category -> primary output
number of CTS-inserted buffers -> 1127
CP arrival -> 11.12 ns
synth unique cells -> 81
worst vdd ir -> 5.19 µV
H-tree depth -> 7
Most flops, register -> ram
final non-filler cell total -> 32000
GRT Residual Overflow -> 0
Top Layout Cells -> 10200 x edfxtp_1, 1969 x mux4_2, 1816 x buf_4
Syn Area/Cell -> 21.1 µm²
Worst path slowest cell -> or4_1
==> cell type report <==
cell class / instances / area share [%]
antenna: 136 / 0.0752
clock buffer: 1420 / 6.66
clock inverter: 451 / 0.696
inverter: 7 / 0.0124
multi-input combinational: 7345 / 18.4
sequential: 10300 / 68.0
tap: 10500 / 2.91
timing repair buffer: 1885 / 3.23
==> synthesized netlist by cell type (145+ instances only) <==
cell,count
buf_6,189
a21oi_1,322
mux2i_1,1357
nand2_1,318
nand3_1,145
buf_2,241
o21ai_0,220
edfxtp_1,10200
nor2_1,1181
o22ai_1,247
o221ai_1,360
clkbuf_1,456
a22oi_1,233
mux4_2,1969
==> metal layers <==
metal | share of wire [%] | GRT usage (%)
met2 | 46 | 45.5
met1 | 30 | 41.0
met4 | 5.1 | 12.7
met3 | 19 | 27.1
met5 | 0.27 | 2.61
==> worst max-delay path, delay by kind of cell (launching register included) <==
family                 cells  cell delay [ns]
multiplexers               1             0.64
AND/OR/NAND/NOR            2             1.34
flip-flops                 1             0.74
buffers and inverters      9             5.06
AND-OR/OR-AND              5             1.87
==> final timing paths <==
path / start / endpoint / slack [ns] / depth (start not counted)
hold / removal: addr_out[0] / register / 73.74 / 1
setup / recovery: register / dout[2] / 286.96 / 17
==> power breakdown <==
part	switching, mW	total (mW)	internal (mW)
Clock	0.432	1.03	0.597
Sequential	0.000676	1.27	1.27
Combinational	0.0833	0.121	0.0374
==> cells by family after synthesis <==
kind of cell,count (synthesis),synth area share (%)
mux,3449,15.1
buf+inv,1226,2.00
compound gates,1863,3.32
flops,10300,77.3
simple gates,2033,2.20
Power is estimated from default activity; no workload was simulated.
