**design/flow/design.v**
```verilog
`timescale 1ns / 1ps
module RAM_BPM(
		input wire we,
		input wire [1:0] addr_in,
		input wire [1:0] addr_out,
		input wire [127:0] din,
		output wire [127:0] dout
    );
	reg [127:0]ram [3:0];
	always @*
	begin
		if (we)  
			ram [addr_in] <= din;
	end
assign dout = ram [addr_out] ;
endmodule
```
**design/flow/run.sh**
```bash
#!/bin/bash
# OpenROAD 26Q1-2900-gdf79404cd8, Yosys 0.63+post, stock flow scripts
make -C /OpenROAD-flow-scripts/flow DESIGN_CONFIG=/design/flow/config.mk WORK_HOME=/design/flow/orfs finish
```
**design/flow/config.mk**
```make
export PLATFORM = sky130hd
export DESIGN_NAME = RAM_BPM
export DESIGN_NICKNAME = RAM_BPM
export VERILOG_FILES = /design/flow/design.v
export SDC_FILE = /design/flow/constraint.sdc
export NUM_CORES = 4
export LEC_CHECK = 1
export CORE_UTILIZATION = 40
```
**design/flow/constraint.sdc**
```tcl
current_design RAM_BPM

set clk_period 1.1
set clk_io_pct 0.2

create_clock -name clk0 -period $clk_period

set non_clock_inputs [all_inputs -no_clocks]
set_input_delay [expr $clk_period * $clk_io_pct] -clock clk0 $non_clock_inputs
set_output_delay [expr $clk_period * $clk_io_pct] -clock clk0 [all_outputs]
```
==> run_results.csv <==
group,metric,value,unit
outcome,status,"finished, violations left",
outcome,violations,"negative setup slack",
cells_and_area,layout.cells.most_common,"dlxtn_1",
logic_synthesis,syn_avg_cell_area,16.2,um^2
timing,maxSlewHeadroom,0.471,
logic_synthesis,top_cells_by_area,"dlxtn_1, mux4_2, buf_12, buf_2, buf_6",
placement,hpwl,15500,um
cells_and_area,n_fill_cell,2211,
cells_and_area,area_growth,35.4,%
cells_and_area,fin_area,0.0148,mm^2
clock_tree,ctsHoldBuffers,0,
logic_synthesis,yosysTopAreaCell,"dlxtn_1",
global_route,grt_max_degree,72,
die,core,0.0269,mm^2
timing,finalHoldViolCount,0,
logic_synthesis,netlist_instances,672,
logic_synthesis,fa_ha_area_frac,0,
cells_and_area,drive_gt1_frac,0.369,
global_route,grt_pass1_vias,6372,
logic_synthesis,synth-area-yosys,0.0109,mm^2
logic_synthesis,ys_cells,672,
timing,unconstrained_endpoints,512,
die,pin_count,261,
worst_setup_path,critPathKind,"primary input to primary output",
detailed_routing,drt-total-wl,25400,um
cells_and_area,regMostFlops,"ram",
worst_setup_path,crit_fanout,6,
detailed_routing,postRouteAntennaNets,0,
die,die-area,0.0279,mm^2
cells_and_area,lay_top_cells,"dlxtn_1, clkdlybuf4s50_1, mux4_2",
logic_synthesis,top_area_frac,0.705,
logic_synthesis,yosys.area_share.aoi,0,
die,rows,60,
power,p_per_area,320,mW/mm^2
logic_synthesis,ys_sh_xor,0,
global_route,grt_pass1_wl,37500,um
detailed_routing,drt-initial-drc-count,193,
detailed_routing,vias,6581,
logic_synthesis,synth_warnings,2,
worst_setup_path,start_kind,"primary input",
worst_setup_path,arrival,1.41,ns
cells_and_area,largest_register_ffs,512,
power,p_leak,6.95,nW
logic_synthesis,mux_share,0.264,
worst_setup_path,critPathRequiredTime,0.88,ns
timing,clock.fmax,0.615,GHz
detailed_routing,drcViolationCount,0,
global_route,grt_overflow_total,0,
placement,placed_cells_incl_taps,1266,
global_route,antenna_found_initial,0,
detailed_routing,via_per_inst,4.79,
flow_run,warnings,35,
timing,timing.final.crit_period,1.63,ns
power,ir_drop,0.000161,V
worst_setup_path,worstSetupEndpointType,"primary output",
timing,slew_viol_final,0,
logic_synthesis,syn-cell-area,0.0109,mm^2
detailed_routing,wire_per_inst,18.5,um
die,fp-utilization,0.406,
logic_synthesis,ys_ff,512,
power,power,0.00473,W
global_route,track_usage,0.182,
flow_run,drv_cap,0,
timing,setup_viol,128,
logic_synthesis,topCombFamilyByArea,"multiplexers",
die,die_x,167,um
detailed_routing,antennaDiodeCount,0,
cells_and_area,finalNonFillerCells,1375,
placement,gp_congestion,0.763,
placement,port_buffers,261,
timing,tightestPinTransition,0.794,ns
logic_synthesis,synth_cell_types,9,
timing,rsz0062_at_grt,"yes",
timing,unclocked_regs,512,
timing,finalCritPeriodShare,1.48,
timing,fin_ws,-0.526,ns
placement,post_dp_cell_area,0.0139,mm^2
detailed_routing,dr.pass1.iters,4,
cells_and_area,reg_top3,"ram (512)",
worst_hold_path,hold_path_depth,4,
die,die_h,167,um
logic_synthesis,ys_sh_simple,0.00264,
worst_hold_path,min_path_type,"primary input to primary output",
## power by group
group	internal (W)	switching, W	leakage [nW]
Combinational	0.00196	0.00109	2.78
Sequential	0.00151	0.000166	4.17
Clock	0	0	0
## area by class of cell
| type | count | area, um^2 | share of cell area |
|---|---|---|---|
| tap | 341 | 427 | 0.0289 |
| sequential | 512 | 7690 | 0.520 |
| multi-input combinational | 132 | 2930 | 0.198 |
| timing repair buffer | 390 | 3730 | 0.253 |
## synthesized netlist by cell type, drive strengths merged
library cell	number
dlxtn	512
nand3b	2
mux4	128
clkbuf	1
buf	27
nand3	1
or3b	1
## critical path: stages
cell,delay (ns)
buf_6,0.13
buf_6,0.12
clkbuf_16,0.14
buf_4,0.10
mux4_2,0.47
clkdlybuf4s15_1,0.21
## worst paths after layout
check                       start       end  slack (ns)
worst max-delay path  addr_out[0]  dout[25]       -0.53
worst min-delay path  addr_out[0]  dout[61]        1.01
## through the flow
stage / setup slack, ns / hold WS [ns] / utilization / TNS (ns)
floorplan: -0.0930 / 0.751 / - / -10.59
global placement: -0.785 / 1.49 / 0.518 / -94.46
detailed placement: -0.789 / 1.48 / 0.518 / -93.93
CTS: -0.678 / 1.09 / 0.528 / -66.22
global route: -0.559 / 1.03 / 0.550 / -54.34
finish: -0.526 / 1.01 / 0.550 / -49.93
## cells by family (layout without fill, tap and decap cells)
group / Yosys count / in the layout
simple gates: 4 / 4
buf+inv: 28 / 390
mux: 128 / 128
latches: 512 / 512
## timing repair
item | 4_1_cts | 5_1_grt
resized | 261 | 181
setup buffers | 31 | 72
endpoints found under the setup margin | 128 | 128
gates cloned | 5 | 9
## routing by layer
layer / GRT usage / vias up / share of wire
met5: 0 / - / 0
met4: 0.00279 / 0 / 0.0019
met3: 0.0378 / 2 / 0.063
met2: 0.291 / 142 / 0.50
met1: 0.291 / 3320 / 0.44
li1: - / 3117 / -
Power and IR drop assume default switching activity.
